===== flow/config.mk =====
export PLATFORM = sky130hd
export DESIGN_NAME = mem32x64_DP
export DESIGN_NICKNAME = mem32x64_DP
export VERILOG_FILES = /design/flow/design.v
export SDC_FILE = /design/flow/constraint.sdc
export NUM_CORES = 4
export LEC_CHECK = 1
export CORE_UTILIZATION = 50

===== flow/constraint.sdc =====
current_design mem32x64_DP

set clk_period 6.7
set clk_io_pct 0.2

create_clock -name clk0 -period $clk_period [get_ports {clk}]

set non_clock_inputs [all_inputs -no_clocks]
set_input_delay [expr $clk_period * $clk_io_pct] -clock clk0 $non_clock_inputs
set_output_delay [expr $clk_period * $clk_io_pct] -clock clk0 [all_outputs]

===== flow/design.v =====
module mem32x64(input clk,input [4:0] waddr, 
    input [36:0] wdata, input write,
    input [4:0] raddr1,input [4:0] raddr2, output [36:0] rdata1,output [36:0] rdata2);
reg [36:0] mem[0:31];
reg [36:0] rdatax1,rdatax2;
wire [36:0] w0,w1,w2,w3,w4,w5,w6,w7;
assign w0=mem[0];
assign w1=mem[1];
assign w2=mem[2];
assign w3=mem[31];
assign w4 =mem[16];
assign rdata1 = rdatax1;
assign rdata2 = rdatax2;
always @(*) begin
  rdatax1 <= mem[raddr1];
  rdatax2 <= mem[raddr2];
end
always @(posedge(clk)) begin
  if(write) begin
    mem[waddr]<= wdata;
  end
end
endmodule
module mem32x64_DP (input clk,input [4:0] waddr1,input [4:0] waddr2,  
    input [36:0] wdata1,input [36:0] wdata2, input write,
    input [4:0] raddr1,input [4:0] raddr2, output [36:0] rdata1,output [36:0] rdata2);
reg [36:0] mem[0:31];
reg [36:0] rdatax1,rdatax2;
wire [36:0] w0,w1,w2,w3,w4,w5,w6,w7;
assign w0=mem[0];
assign w1=mem[1];
assign w2=mem[2];
assign w3=mem[31];
assign w4 =mem[16];
assign rdata1 = rdatax1;
assign rdata2 = rdatax2;
always @(*) begin
  rdatax1 <= mem[raddr1];
  rdatax2 <= mem[raddr2];
end
always @(posedge(clk)) begin
  if(write) begin
    mem[waddr1]<= wdata1;
    mem[waddr2]<= wdata2;
  end
end
endmodule
module mem32x64_SR (input clk,input [4:0] waddr1,input [4:0] waddr2,  
    input [36:0] wdata1,input [36:0] wdata2, input write,
    input [4:0] raddr1, output [36:0] rdata1);
reg [36:0] mem[0:31];
reg [36:0] rdatax1,rdatax2;
wire [36:0] w0,w1,w2,w3,w4,w5,w6,w7;
assign w0=mem[0];
assign w1=mem[8];
assign w2=mem[2];
assign w3=mem[31];
assign w4 =mem[20];
assign rdata1 = rdatax1;
always @(*) begin
  rdatax1 <= mem[raddr1];
end
always @(posedge(clk)) begin
  if(write) begin
    mem[waddr1]<= wdata1;
    mem[waddr2]<= wdata2;
  end
end
endmodule

===== flow/run.sh =====
#!/bin/bash
# OpenROAD 26Q1-2900-gdf79404cd8, Yosys 0.63+post, stock flow scripts
make -C /OpenROAD-flow-scripts/flow DESIGN_CONFIG=/design/flow/config.mk WORK_HOME=/design/flow/orfs finish

==> impl_metrics.json <==
{
  "largest_reg_flops": 1184,
  "synth.avg_cell_area_um2": 13.1,
  "post_cts_hold_buffer_count": 0,
  "drt_wl_total_um": 265000,
  "cts.htree.levels": 4,
  "detail-route-antenna-nets": 0,
  "period_minus_ws_final_ps": 6020,
  "synth_cells": 5480,
  "finalSetupTns_ps": 0,
  "synth-edff-count": 1184,
  "warning_count": 26,
  "wire_length_of_the_first_global_routing_pass_um": 370000,
  "crit_path_kind": "input port to output pin",
  "ys_top_cells_by_area": "edfxtp_1 (49%), mux2i_1 (16%), mux2_2 (15%)",
  "die_y_um": 381,
  "top_area_cell": "edfxtp_1",
  "async_reset_ff_frac": 0,
  "hold_class": "input port to flip-flop",
  "largestRegisters": "mem: 1184 flops",
  "cp_slowest_cell": "nor2b_4",
  "yosys-stat-cells": 5480,
  "largest-register": "mem",
  "drt-pass1-iter-count": 6,
  "post_drt_wl_per_cell_um": 35.7,
  "worst_ep_arrival_time_ps": 4680,
  "postSynth.topFlopCell": "edfxtp_1",
  "routed_via_density": 6.68,
  "cts-buffers-inserted": 138,
  "fin_crit_sh": 0.899,
  "resized_cells_post_cts": 0,
  "timing.critical_path.required_ps": 5360,
  "worst_slew_margin_rel": 0.230,
  "dr.first_iter.drc_count": 3643,
  "vias_in_the_first_global_route": 49900,
  "io_buffers": 169,
  "cts_setup_buffers": 0,
  "drc_errors": 0,
  "core_area_um2": 142000,
  "clock_tree.root_cell": "clkbuf_16",
  "synth_flops": 1184,
  "rows": 138,
  "run_status": "complete, no violations",
  "overflow": 0,
  "vias": 49600,
  "die-area_um2": 145000,
  "place.detailed.hpwl_um": 149000,
  "tritoncts": "built",
  "globalplace.congestion": 0.930,
  "synth_sequential_area_ratio": 0.494,
  "synthesis.area_um2": 71900,
  "fmaxAchievable_mhz": 166,
  "endpoint_type_of_the_worst_setup_path": "output pin",
  "grt_setup_unrepaired": "false",
  "startpoint_type": "input port",
  "synth_cell_types": 40,
  "fp_util": 0.506,
  "antenna_violations_before_repair": 2,
  "most_frequent_cp_cell": "clkdlybuf4s50_1",
  "clock_slew_at_the_register_clock_pins_of_the_worst_setup_and_hold_paths_ps": 60,
  "synth_top_area_share": 0.494,
  "final_hold_viol_count": 0,
  "power.ir.vdd_worst_mv": 0.193,
  "grtUsageTotal": 0.389,
  "final.hold.worst_slack_ps": 1570,
  "setup_viol": 0,
  "cts_num_sinks": 1184,
  "areaGrowthSynthToFinish_pct": 11.8,
  "timing_max_transition_violations_final": 0,
  "maxCapViolCount": 0,
  "dpl-instance-area_um2": 76300,
  "yosysWarnings": 1,
  "critical_path.max_stage_delay_ps": 1000,
  "transition_time_at_the_pin_with_the_least_slew_margin_ps": 1150,
  "ctsLongestPathBuffers": 3,
  "boundaryPins": 170,
  "finish.instance_area_um2": 80400,
  "die_width_um": 381,
  "leakage_nw": 29.9,
  "maximum_number_of_pins_on_one_net_before_global_route_repair": 77,
  "synth.yosys.chip_area_um2": 71900,
  "pwr_density_cell_nw_per_um2": 223,
  "worst-path-max-fanout": 19,
  "crit_path_cell_trace": "clkdlybuf4s50_1, nor2b_4, buf_4, a22oi_1, a31oi_1, nand3_1, clkdlybuf4s50_1",
  "detail_route.antenna_diodes": 0,
  "drive_above_1_share": 0.287
}
[critical path: cells and delay by family]
kind            cells  cell delay [ps]
compound gates      2              500
simple gates        2             1180
buf+inv             3             1630
[path summary, 6_finish.rpt]
path	endpoint	cells after the start	from	slack, ps
worst max-delay path	rdata1[20]	7	raddr1[0]	680
worst min-delay path	mem[25][25]	3	wdata1[25]	1570
[per-layer routing]
layer	global-route usage	routed length [um]
met2	0.518	111000
met1	0.524	97200
met5	0.0139	237
met4	0.118	10100
met3	0.275	46300
[through the flow]
step           power [mW]  worst slack (ps)  utilization  cells
2_1_floorplan        10.0              1480            -   5480
4_1_cts              18.0               882        0.566   7430
3_5_place_dp         10.9               894        0.537   7193
5_1_grt              18.4               674        0.566   7430
6_report             17.9               675        0.566   7430
3_3_place_gp         10.9               889        0.537   7193
[report_power, final]
part	switching [mW]	leakage, nW	internal, mW
Combinational	1.38	17.2	1.01
Sequential	0.0723	10.7	8.35
Clock	3.07	2.02	4.05
Total	4.51	29.9	13.4
[Yosys cell counts (2+ instances only)]
master       n
nor2_8       8
nand3b_1     5
mux2_4      90
nand3_1    224
a21oi_1    222
nand2_1    242
buf_12       9
or2_2        2
nand2b_1     4
edfxtp_1  1184
mux2_1     147
mux2_2     947
a22o_1     148
nor3_1      74
nor2b_1      4
a31oi_1     74
or3b_2       3
a22oi_1    222
mux2i_1   1184
nor2_4       8
nand3b_4     3
nor2_1       4
clkbuf_1   325
nor3b_2      4
buf_4       73
buf_2      186
buf_6       15
o22ai_1     16
o21ai_0     16
and2_1       2
buf_1       26
[cells in the final DEF, fill, tap and decap left out, types with 8 or more instances in the layout]
master,n
nand2_4,14
o21ai_4,16
clkbuf_16,147
mux2_1,147
a31oi_1,74
buf_12,53
o22ai_4,16
clkinv_2,13
nand3_1,224
a22o_1,148
buf_4,235
nor2_8,8
a22oi_1,222
mux2i_1,1184
edfxtp_1,1184
mux2_2,947
a21oi_1,222
mux2_4,90
clkinv_1,29
clkbuf_1,40
nor3_1,74
nor2_4,10
nand2_1,224
clkdlybuf4s50_1,167
[final cells by class]
class	instances	area [um2]
clock buffer	187	3830
timing repair buffer	457	4530
tap	1890	2360
multi-input combinational	3662	33800
fill	11400	61700
clock inverter	50	302
sequential	1184	35600
[cells by family after synthesis]
| logic type | count (synthesis) | share of synthesized area |
|---|---|---|
| buf+inv | 634 | 0.0437 |
| simple gates | 596 | 0.0417 |
| compound gates | 698 | 0.0656 |
| mux | 2368 | 0.355 |
| flops | 1184 | 0.494 |
No activity file was given, so power comes from the tool's default toggle rates.
